<file path="/design/flow/design.v">
module sm_directory(
	clock,
	writeMiss,
	readMiss,
	writeBack,
	invalidateIn,
	fetch,
	invalidateOut,
	dataValueReply,
	sharers,
	currentState
);
	input clock;
	input writeMiss;
	input readMiss;
	input writeBack;
	input invalidateIn;
	output reg fetch;
	output reg invalidateOut;
	output reg dataValueReply;
	output reg[1:0] sharers;
	output reg[1:0] currentState;
	initial begin
		fetch = 0;
		invalidateOut = 0;
		dataValueReply = 0;
		currentState = 2'b00;  
		sharers = 2'b00;
	end
	always @(posedge clock)
	begin
		fetch = 0;
		invalidateOut = 0;
		dataValueReply = 0;			
		case(currentState)
			2'b00:  
			begin
				if(readMiss)
				begin
					dataValueReply = 1;
					currentState = 2'b01;  
					sharers = 2'b01;
				end
				else if(writeMiss)
				begin
					dataValueReply = 1;
					currentState = 2'b10;  
					sharers = 2'b01;
				end
			end
			2'b01:  
			begin
				if(readMiss)
				begin
					dataValueReply = 1;
					currentState = 2'b01;  
					sharers = 2'b11;
				end
				else if(writeMiss)
				begin
					dataValueReply = 1;
					invalidateOut = 1;
					currentState = 2'b10;  
					sharers = 2'b01;
				end
			end
			2'b10:  
			begin
				if(readMiss)
				begin
					fetch = 1;
					dataValueReply = 1;
					currentState = 2'b01;  
					sharers = 2'b11;
				end
				else if(writeMiss)
				begin
					fetch = 1;
					invalidateOut = 1;
					dataValueReply = 1;
					currentState = 2'b10;  
					sharers = 2'b01;
				end
				else if(writeBack)
				begin
					currentState = 2'b00;  
					sharers = 2'b00;
				end
			end
		endcase
	end
endmodule
</file>
<file path="/design/flow/run.sh">
#!/bin/bash
# OpenROAD 26Q1-2900-gdf79404cd8, Yosys 0.63+post, stock flow scripts
make -C /OpenROAD-flow-scripts/flow DESIGN_CONFIG=/design/flow/config.mk WORK_HOME=/design/flow/orfs finish
</file>
<file path="/design/flow/config.mk">
export PLATFORM = sky130hd
export DESIGN_NAME = sm_directory
export DESIGN_NICKNAME = sm_directory
export VERILOG_FILES = /design/flow/design.v
export SDC_FILE = /design/flow/constraint.sdc
export NUM_CORES = 4
export LEC_CHECK = 1
export CORE_AREA = 10 10 70 70
export DIE_AREA = 0 0 80 80
</file>
<file path="/design/flow/constraint.sdc">
current_design sm_directory

set clk_period 1.7
set clk_io_pct 0.2

create_clock -name clk0 -period $clk_period [get_ports {clock}]

set non_clock_inputs [all_inputs -no_clocks]
set_input_delay [expr $clk_period * $clk_io_pct] -clock clk0 $non_clock_inputs
set_output_delay [expr $clk_period * $clk_io_pct] -clock clk0 [all_outputs]
</file>
==> changes_impl.md <==
## Flow update

* Yosys cell types at 13
* Worst hold path depth at 2
* First-pass GRT wire length at 1240 um
* Tool warnings at 29
* Pwr Total at 493 uW
* Worst-Margin Slew at 0.317 ns
* Placed Cells incl. Taps at 88
* Placed instance area at 500 sq um
* Gp weighted congestion at 0.769
* Worst-case hold path end point: dataValueReply
* Setup Fix Bufs, Post-CTS at 0
* Final setup vio count at 0
* Flop area at 180 sq um
* Vias in the first global route at 265
* Top delay family on crit path: buffers and inverters
* Layout cells sized above 1 at 0.130
* Crit-path slowest cell: clkdlybuf4s50_1
* CTS H-tree depth at 1
* Clk buf depth at 2
* Layout overhead on the synthesized area at 57.1%
* Post-CTS sizing at 0
* Largest area contributor in the netlist: edfxtp_1
* Critical path capture point type: output port
* Final Hold Vio Count at 0
* Hold_sp: currentState[0]
* Vias per cell at 2.83
* Final WS setup at 0.177 ns
* DRC Markers at 0
* Unrepaired setup endpoints after global routing: no
* Wire length per cell at 7.96 um
* Fmax achieved at 657 MHz
* Yosys Instances at 31
* CP cell instances: clkdlybuf4s50_1
* P_sw at 118 uW
* VDD IR max at 0.000236 V
* Clock-pin slew on the worst setup and hold paths at 0.05 ns
* Largest net degree at the start of global routing at 7
* All-Layer GR Usage at 0.0254
* Core area at 3420 sq um
* Worst Reg-to-Reg Cells at 5
* Layout filler cell count at 394
* DPL Wire Length at 606 um
* Clock sink count at 7
* CTS Buf Count at 3
* Sequential power share at 0.461
* Initial antenna violation count at 0
* DP Worst Slack at 0.132 ns
* Multi-input logic area at 136 sq um
* Chip height at 80 um
* P_int at 375 uW
* Setup TNS at 0 ns
* Chip area at 6400 sq um
* # rows at 21
* 1st-pass router iterations at 4
* Max Slew Vio Count at 0
* PD cells at 936 nW/um^2
* Hold buffer count at cts at 0
* Top-area cell share at 0.358
* Final instance area at 527 sq um
* CP max FO at 6
* Max-Cap Viols at 0
* Total gr overflow at 0
* Static leakage at 0.000211 uW
* Mapped Area at 335 sq um
* Sw Share at 0.240
* Rel. slew slack at 0.788
* CTS tree: done
* Worst Clk Skew at 0.00325 ns
* Critical R2R Launch: currentState[0]
* Critical setup path kind: reg -> out
* Top cells by area: edfxtp_1 (36%), dfxtp_1 (18%), ha_1 (15%)
* Detailed router's first-iteration violation count at 12
* Worst hold path type: reg -> reg
* Final Critical Period at 1.52 ns
* Synthesized netlist cell count at 31
* CTS root buf: clkbuf_4
* Late-Pin Clk Latency at 0.25 ns
* Post-layout instance count excluding filler cells at 92
* CP peak stage delay at 0.51 ns
* Reg-to-Reg End: currentState[1]
* Outcome: finished clean
* Final period utilization at 0.896
* Vias at 260
* Routed wire length at 732 um
* Yosys stat area at 335 sq um
* CP Buf/Inv Count at 1
* Crit path DAT at 1.18 ns
* I/O Pins at 12
* Clock power frac at 0.295
* R2R Setup Slk at 0.25 ns
* Diode count at 0
* Yosys warning count at 1
* Avg Cell Area, Syn at 10.8 sq um
* Antenna Violating Nets Remaining at 0
* Logic gate share of total power at 0.243
* Data required time of the worst path at 1.36 ns
* Floorplan core density at 0.0982
* Crit start category: register
* I/O Buffers at 10
* Ys flops at 7
* Die X at 80 um
* Register share after synthesis at 0.537
-- power groups by stage --
stage         combinational [uW]  clock (uW)  sequential, uW
global route                 137         165             232
CTS                          123         152             228
finish                       120         146             227
-- worst reg2reg max path, stage by stage, from the launching register on --
cell and delay (ns):
edfxtp_1 0.42, inv_1 0.07, ha_1 0.24, inv_1 0.11
o21ai_0 0.08, a21oi_1 0.23
-- routing by layer --
layer / GRT usage / share of wire / vias up
li1: - / - / 136
met1: 0.0285 / 0.44 / 113
met2: 0.0321 / 0.39 / 11
met3: 0.0284 / 0.17 / 0
met4: 0.00352 / 0 / 0
met5: 0 / 0 / -
-- how the worst max path moves through the flow --
| stage | startpoint | to | slack, ns | cells past startpoint |
|---|---|---|---|---|
| 4_1_cts | currentState[1] | currentState[1] | 0.16 | 1 |
| 5_1_grt | currentState[1] | currentState[1] | 0.09 | 1 |
| 6_report | currentState[1] | currentState[1] | 0.18 | 1 |
-- cells in the final DEF (no fill, tap or decap), drive strengths merged --
cell / count
nor4b: 1
a22oi: 1
nor2: 6
buf: 1
inv: 5
clkdlybuf4s50: 10
edfxtp: 4
ha: 4
clkbuf: 4
a31oi: 1
nor3: 1
o21ai: 2
dfxtp: 3
a21o: 1
a21oi: 2
-- area by class of cell --
type / instances / share of cell area
well taps: 46 / 0.109
clock buffers: 4 / 0.0499
repair buffers: 11 / 0.204
multi-input cells: 19 / 0.259
inverters: 5 / 0.0356
flip-flops and latches: 7 / 0.342
-- Yosys cell counts --
cell type	n
inv_1	5
nor2_1	5
edfxtp_1	4
ha_1	4
dfxtp_1	3
a21oi_1	2
o21ai_0	2
a21o_1	1
a22oi_1	1
a31oi_1	1
nor2_2	1
nor3_1	1
nor4b_2	1
-- cells by family (layout without fill, tap and decap cells) --
family | after synthesis | count (layout) | share of synthesized area
flip-flops | 7 | 7 | 0.537
adder cells (fa/ha/maj) | 4 | 4 | 0.149
buffers and inverters | 5 | 20 | 0.0560
AND-OR/OR-AND | 7 | 7 | 0.123
AND/OR/NAND/NOR | 8 | 8 | 0.134
-- sequential cells by signal (all words and copies together) (netlist names) --
name and flops:
fetch 1, currentState 2, sharers 2, dataValueReply 1, invalidateOut 1
-- through the flow --
step                       util  hold WS, ns
after global routing      0.154        0.759
after CTS                 0.154        0.717
final                     0.154        0.708
after detailed placement  0.147        0.691
after global placement    0.147        0.683
after floorplan               -        0.417
Power and IR drop assume default switching activity.
