==> /design/flow/run.sh <==
#!/bin/bash
# OpenROAD 26Q1-2900-gdf79404cd8, Yosys 0.63+post, stock flow scripts
make -C /OpenROAD-flow-scripts/flow DESIGN_CONFIG=/design/flow/config.mk WORK_HOME=/design/flow/orfs finish
==> /design/flow/config.mk <==
export PLATFORM = sky130hd
export DESIGN_NAME = sm_cblock
export DESIGN_NICKNAME = sm_cblock
export VERILOG_FILES = /design/flow/design.v
export SDC_FILE = /design/flow/constraint.sdc
export NUM_CORES = 4
export LEC_CHECK = 1
export CORE_AREA = 10 10 70 70
export DIE_AREA = 0 0 80 80
==> /design/flow/constraint.sdc <==
current_design sm_cblock

set clk_period 1.8
set clk_io_pct 0.2

create_clock -name clk0 -period $clk_period [get_ports {clock}]

set non_clock_inputs [all_inputs -no_clocks]
set_input_delay [expr $clk_period * $clk_io_pct] -clock clk0 $non_clock_inputs
set_output_delay [expr $clk_period * $clk_io_pct] -clock clk0 [all_outputs]
==> /design/flow/design.v <==
module sm_cblock(
	clock,
	write,
	miss,
	fetch,
	invalidateIn,
	writeMiss,
	readMiss,
	writeBack,
	invalidateOut,
	currentState
);
	input clock;
	input write;
	input miss;
	input fetch;
	input invalidateIn;
	output reg writeMiss, readMiss, writeBack, invalidateOut;
	output reg[1:0] currentState;
	initial begin
		currentState = 2'b00;
		writeMiss = 0;
		readMiss = 0;
		writeBack = 0;
		invalidateOut = 0;
	end
	always @(posedge clock)
	begin
		writeMiss = 0;
		readMiss = 0;
		writeBack = 0;
		invalidateOut = 0;
		case(currentState)
			2'b00:  
			begin
				if(write)  
				begin
					writeMiss = 1;
					currentState = 2'b10;  
				end
				else  
				begin
					readMiss = 1;
					currentState = 2'b01;  
				end
			end
			2'b01:  
			begin
				if(invalidateIn)  
				begin
					currentState = 2'b0;  
				end
				else if(write)  
				begin
					if(miss) 
					begin
						writeMiss = 1;
						currentState = 2'b10;  
					end
					else  
					begin
						invalidateOut = 1;
						currentState = 2'b10;  
					end
				end
				else  
				begin
					if(miss)
					begin
						readMiss = 1;
						currentState = 2'b01;  
					end
					else  
					begin
						currentState = 2'b01;  
					end
				end
			end
			2'b10:  
			begin
				if(fetch)
				begin
					writeBack = 1;
					if(invalidateIn)
					begin
						currentState = 2'b00;  
					end
					else
					begin
						currentState = 2'b01;  
					end
				end
				else if(write)
				begin
					currentState = 2'b10;  
					if(miss)
					begin
						writeBack = 1;
						writeMiss = 1;
					end
				end
				else  
				begin
					if(miss)
					begin
						writeBack = 1;
						readMiss = 1;
						currentState = 2'b01;  
					end
					else  
					begin
						currentState = 2'b10;  
					end
				end
			end
		endcase
	end
endmodule
==> out/results.ini <==
[run_status]
status = finished, final reports clean

[final_timing]
max_freq_ghz = 0.6635
timing.setup.tns_ns = 0
drv_slew = 0
finalCritPeriodShare_pct = 83.73
fin_skew_ns = 0.0001794
rsz0062_at_grt = no
slew_headroom_pct = 84.61
fin_crit_ns = 1.507
hold_violations = 0
worst_pin_slew_ns = 0.2301
finalSetupViolations = 0

[clocking]
cts_setup_buffers = 0
cts-root-buf = clkbuf_4
cts_tree = done
clk_latency_ns = 0.24
clk_pin_slew_ns = 0.04
cts_hold_buf = 0
ctsLongestPathBuffers = 2
cts_resized = 0
htree_levels = 1
cts_buffers = 3
tritoncts_num_sinks = 6

[routing]
drt-total-wl_um = 638
drc = 0
viasPerCell = 2.789
antennaDiodeCount = 0
num_vias = 251
drt_iter0_markers = 16
dr.pass1.iters = 4
postRouteAntennaNets = 0
wire_per_inst_um = 7.089

[setup_path]
critPathBufInv = 1
cpMaxStageDelayCell = clkdlybuf4s50_1
crit_path_start_kind = flop
cp_top_family = buffers and inverters
critical_path_arrival_ns = 1.15
critPathLaunch = currentState[0]$_DFFE_PP_
worstPathRequired_ns = 1.44
reg2reg_from = currentState[0]$_DFFE_PP_
cp_slowest_stage_delay_ns = 0.50
end_kind = primary output
worst-path-max-fanout = 4
crit_chain = clkdlybuf4s50_1
worstSetupPathType = flop to primary output

[worst_hold_path]
min-delay-start = currentState[1]$_DFFE_PP_
min_path_type = flop to flop

[synthesis]
synth_area_sq_um = 326.6
ys_cells = 31
yosysWarnings = 1
ys_types = 17
syn_inst = 31
ys_seq_share_pct = 42.91
post_synth.cell_area_avg_sq_um = 10.53
ys_ff = 6
yosysChipArea_sq_um = 326.6

[floorplanning]
chipWidth_um = 80
fp.coreArea_sq_um = 3416
placementRows = 21
core_util_floorplan_pct = 9.560
io_pins = 11
die_area_sq_um = 6400
die_y_um = 80

[cells_and_area]
layout_top_cells = 10 x clkdlybuf4s50_1, 5 x inv_1, 4 x ha_1, 4 x dfxtp_1, 3 x clkbuf_4
mostFrequentLayoutCell = clkdlybuf4s50_1
area_growth_pct = 55.17
drive_above_1_share_pct = 18.18
final_cells = 90
fillers = 387

[global_route]
grt_pass1_wl_um = 924
gr-total-overflow = 0
antenna_found_initial = 0
grt_max_degree = 7
grt_pass1_vias = 236
grt_use_total_pct = 1.723

[power]
p_per_area_nw_per_um2 = 1305
peakVddDrop_uv = 205.1
leakage_nw = 0.1953

[run]
max_cap_viol_count = 0
warning_count = 28

[place]
gp_congestion = 0.8306
dp_hpwl_um = 545
port-buffer-count = 10
dp_cells = 87

worst reg2reg max path, cell delays in order (launching register included):
cell,delay (ns)
edfxtp_1,0.42
inv_1,0.09
ha_1,0.32
nor2b_1,0.14
o21ai_1,0.12
o21ai_1,0.08
cell families after synthesis:
| group | share of synthesized area, % |
|---|---|
| buf+inv | 6.896 |
| flops | 42.91 |
| fa+ha+maj | 15.33 |
| compound gates | 19.16 |
| simple gates | 15.71 |
registers in the layout (all words and copies together), names as in the netlist:
register	count
invalidateOut	1
currentState	2
readMiss	1
writeMiss	1
writeBack	1
final cells by class:
class | count | area [sq um] | area share, %
clock buffer | 3 | 22.52 | 4.444
inverter | 6 | 22.52 | 4.444
multi-input combinational | 19 | 163.9 | 32.35
sequential | 6 | 140.1 | 27.65
tap | 46 | 57.56 | 11.36
timing repair buffer | 10 | 100.1 | 19.75
metal layers:
metal | part of all wire (%) | GRT usage [%] | routed length (um) | vias to the layer above
li1 | - | - | - | 131
met1 | 39 | 1.687 | 247 | 111
met2 | 48 | 3.210 | 309 | 7
met3 | 12 | 0.5682 | 77 | 2
met4 | 0.63 | 0.7042 | 4 | 0
met5 | 0 | 0 | 0 | -
report_power, final:
part	internal, mW	switching [mW]
registers	0.205	0.0344
clock network	0.0750	0.0430
logic	0.189	0.115
stage by stage:
step           cell area [sq um]  total power, mW  util (%)  hold WS (ns)  setup WS (ns)
2_1_floorplan              326.6           0.3988         -        0.4328         0.5441
3_3_place_gp               484.2           0.5509     14.18        0.7105         0.3176
3_5_place_dp               484.2           0.5545     14.18        0.7330         0.3139
4_1_cts                    506.7           0.6773     14.84        0.7387         0.2664
5_1_grt                    506.7           0.7090     14.84        0.7934         0.2395
6_report                   506.7           0.6614     14.84        0.7266         0.2928
final timing paths:
check                           cells past startpoint                   endpoint  slack, ns
worst max-delay path                                1            currentState[0]       0.29
worst min-delay path                                2           readMiss$_DFF_P_       0.73
worst max register to register                      5  currentState[1]$_DFFE_PP_       0.39
worst min register to register                      2           readMiss$_DFF_P_       0.73
cell usage after synthesis:
| master | number | area share [%] |
|---|---|---|
| inv_2 | 1 | 1.1 |
| ha_1 | 4 | 15 |
| inv_1 | 5 | 5.7 |
| nor2b_4 | 1 | 4.2 |
| edfxtp_1 | 2 | 18 |
| o21a_1 | 1 | 2.3 |
| nand2_1 | 1 | 1.1 |
| dfxtp_1 | 4 | 25 |
| a211oi_1 | 2 | 4.6 |
| o31a_1 | 1 | 2.7 |
| nor2b_1 | 2 | 3.8 |
| o21ai_2 | 1 | 2.7 |
| o21ai_1 | 2 | 3.1 |
| o22ai_2 | 1 | 3.8 |
| nand2b_1 | 1 | 1.9 |
| and3_1 | 1 | 1.9 |
| nor2b_2 | 1 | 2.7 |
Power is estimated from default activity; no workload was simulated.
