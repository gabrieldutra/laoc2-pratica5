## flow/run.sh

```bash
#!/bin/bash
# OpenROAD 26Q1-2900-gdf79404cd8, Yosys 0.63+post, stock flow scripts
make -C /OpenROAD-flow-scripts/flow DESIGN_CONFIG=/design/flow/config.mk WORK_HOME=/design/flow/orfs finish
```

## flow/config.mk

```make
export PLATFORM = sky130hd
export DESIGN_NAME = memory
export DESIGN_NICKNAME = memory
export VERILOG_FILES = /design/flow/design.v
export SDC_FILE = /design/flow/constraint.sdc
export NUM_CORES = 4
export LEC_CHECK = 1
export CORE_AREA = 10 10 111 111
export DIE_AREA = 0 0 121 121
```

## flow/constraint.sdc

```tcl
current_design memory

set clk_period 3.5
set clk_io_pct 0.2

create_clock -name clk0 -period $clk_period [get_ports {clock}]

set non_clock_inputs [all_inputs -no_clocks]
set_input_delay [expr $clk_period * $clk_io_pct] -clock clk0 $non_clock_inputs
set_output_delay [expr $clk_period * $clk_io_pct] -clock clk0 [all_outputs]
```

## flow/design.v

```verilog
module memory(
	clock,
	write,
	address,
	data_in,
	data_out
);
	input clock;
	input write;
	input [2:0] address;
	input [3:0] data_in;
	output reg [3:0] data_out;
	reg [3:0] memory_data[7:0];
	initial begin
		data_out = 4'b0000;
		memory_data[0] = 4'b0000;
		memory_data[1] = 4'b0000;
		memory_data[2] = 4'b0000;
		memory_data[3] = 4'b0000;
		memory_data[4] = 4'b0000;
		memory_data[5] = 4'b0000;
		memory_data[6] = 4'b0000;
		memory_data[7] = 4'b0000;
	end
	always @(posedge clock)
	begin		
		if(write)
		begin
			memory_data[address] = data_in;
		end
		data_out = memory_data[address];
	end
endmodule
```

==> results.json <==
{
  "rsz0062_at_grt": "false",
  "edf_count": 0,
  "drt_pre_antenna_iters": 6,
  "layout_min_cycle_time_ns": 2.42,
  "cts_sinks": 36,
  "comb_area_um2": 985,
  "r2r_end": "data_out[3]",
  "worst_pin_slew_ns": 0.813,
  "final_antenna_net_count": 0,
  "async_reset_ff_share_pct": 0,
  "setup_viol": 0,
  "rr_worst_depth": 4,
  "final_cell_mix": "36 x dfxtp_1, 30 x mux2_1, 12 x clkdlybuf4s50_1, 7 x clkbuf_8, 6 x nor2_1",
  "vias_per_cell": 4.29,
  "final_hold_viol_count": 0,
  "place_congestion": 0.834,
  "min_to": "memory_data[4][1]",
  "synthFlopType": "dfxtp_1",
  "grt_pass1_vias": 1290,
  "crit_type": "in2reg",
  "drv_slew": 0,
  "htreeDepth": 2,
  "crit_chain": "clkdlybuf4s50_1 > and2b_1 > a32oi_1 > nor2_1 > o31a_1",
  "drive_above_1_share_pct": 19.2,
  "place_ws_ns": 0.827,
  "hold_buffers": 0,
  "ys_seq_share_pct": 39.5,
  "fill_cells": 1039,
  "drc": 0,
  "place_inst": 298,
  "cts_buffers": 5,
  "cp_max_fo": 17,
  "vias": 1309,
  "fp_util_pct": 18.5,
  "min_period_over_period_pct": 69.1,
  "yosys_warnings": 2,
  "worstReg2RegStart": "memory_data[7][3]",
  "cts_tree": "built",
  "ir_drop_uv": 155,
  "final_area_um2": 2140,
  "die_width_um": 121,
  "cts_setup_buffers": 0,
  "cts_buffer_depth": 2,
  "drv_cap": 0,
  "min-delay-start": "memory_data[4][1]",
  "fin_skew_ns": 0.00328,
  "grt_antenna_before_repair": 0,
  "max_freq_mhz": 413,
  "whs_path_depth": 1,
  "relSlewSlack_pct": 45.6,
  "fin_tns_setup_ns": 0,
  "tool_warnings": 25,
  "worst_setup_path_start_kind": "primary input",
  "drt_iter0_drc": 62,
  "synth_stat.cells": 163,
  "final_util_pct": 21.7,
  "syn_avg_cell_area_um2": 11.2,
  "grt.total_usage_pct": 5.50,
  "critical_path_required_ns": 3.68,
  "cp_slowest_cell": "clkdlybuf4s50_1",
  "register_area_um2": 721,
  "core_um2": 9860,
  "final_common_cell": "dfxtp_1",
  "setup_slack_ns": 1.08,
  "io_buffers": 12,
  "ys_ff": 36,
  "grt_overflow": 0,
  "grt_max_degree": 31,
  "synthCells": 163,
  "power.leakage_nw": 0.740,
  "hold_class": "reg2reg",
  "syn_to_final_growth_pct": 17.3,
  "root_buffer": "clkbuf_8",
  "p_per_area_nw_per_um2": 490,
  "clk_pin_slew_ns": 0.07,
  "place_area_um2": 2040,
  "synth_area_um2": 1820,
  "num_rows": 36,
  "clkLatencyLatePin_ns": 0.28,
  "reg2reg_setup_slack_ns": 2.25,
  "crit_path_end_kind": "register",
  "yosysUniqueCellTypes": 46,
  "wl_per_cell_um": 13.1,
  "yosys_area_um2": 1820,
  "instances_no_fill": 305,
  "grt_first_pass_wirelength_um": 6670,
  "finalPower_mw": 1.05,
  "dieHeight_um": 121,
  "hpwl_um": 2880,
  "num_antenna_cells": 0,
  "whs_ns": 0.460,
  "drt-total-wl_um": 4000,
  "crit_arrival_ns": 2.60,
  "io_pins": 13,
  "critical-path-max-stage-delay_ns": 0.82,
  "cts_resized": 0,
  "dieArea_um2": 14600,
  "status": "finished, final reports clean"
}
-- sequential cells by signal, summed over array words and instances, names as in the netlist --
signal / count
data_out: 4
memory_data: 32
-- routing by layer --
metal / GRT usage [%] / up-vias / wire length [µm]
met2: 9.56 / 23 / 1960
met3: 1.13 / 6 / 156
li1: - / 647 / -
met5: 0 / - / 0
met1: 6.82 / 633 / 1820
met4: 1.28 / 0 / 68
-- cells in the mapped netlist, types with 2 or more instances --
| master | count | area (µm²) |
|---|---|---|
| clkbuf_1 | 3 | 11.3 |
| a2111oi_2 | 2 | 30.0 |
| a311oi_1 | 4 | 35.0 |
| nand3_1 | 2 | 10.0 |
| inv_2 | 2 | 7.51 |
| nand4_2 | 2 | 25.0 |
| a31oi_1 | 4 | 25.0 |
| o21ai_0 | 2 | 10.0 |
| nor4bb_1 | 2 | 20.0 |
| and2b_1 | 2 | 15.0 |
| mux2_1 | 30 | 338 |
| mux2_2 | 4 | 45.0 |
| o211ai_1 | 3 | 22.5 |
| nor2_1 | 6 | 22.5 |
| nor3b_2 | 2 | 25.0 |
| dfxtp_1 | 36 | 721 |
| buf_2 | 6 | 30.0 |
| nand4_1 | 3 | 18.8 |
| a32oi_1 | 5 | 43.8 |
| o2bb2ai_1 | 4 | 35.0 |
| o21ai_1 | 2 | 10.0 |
| buf_6 | 5 | 56.3 |
| and2_0 | 2 | 12.5 |
| a21oi_1 | 4 | 20.0 |
| o31a_1 | 3 | 26.3 |
| nand2_1 | 2 | 7.51 |
| mux2i_1 | 2 | 20.0 |
-- cells by family (layout without fill, tap and decap cells) --
family,after synthesis,after routing,synth area share (%)
buf+inv,18,27,6.52
simple gates,35,35,15.4
flops,36,36,39.5
compound gates,38,38,16.5
mux,36,36,22.1
-- layout make-up --
| type | instances | area share [%] |
|---|---|---|
| repair buffers | 17 | 7.37 |
| inverters | 3 | 0.643 |
| flip-flops and latches | 36 | 33.7 |
| well taps | 133 | 7.78 |
| multi-input cells | 109 | 46.0 |
| clock buffers | 7 | 4.50 |
-- critical path, delay by kind of cell --
kind	cells	cell delay, ns
and+or+nand+nor	2	0.51
AOI/OAI and AO/OA	2	0.56
buffers and inverters	1	0.82
-- where the power goes --
part	internal, mW	switching, mW
clock	0.175	0.137
combinational	0.106	0.0813
sequential	0.503	0.0462
-- how the worst max path moves through the flow --
stage / start / to / slack, ns
global route: address[1] / data_out[0] / 0.98
CTS: address[1] / data_out[2] / 1.11
finish: address[1] / data_out[0] / 1.08
No activity file was given, so power comes from the tool's default toggle rates.
